**./config.mk**
```make
export PLATFORM = sky130hd
export DESIGN_NAME = LCD_CTRL
export DESIGN_NICKNAME = LCD_CTRL
export VERILOG_FILES = /design/flow/design.v
export SDC_FILE = /design/flow/constraint.sdc
export NUM_CORES = 4
export LEC_CHECK = 1
export CORE_UTILIZATION = 50
```
**./constraint.sdc**
```tcl
current_design LCD_CTRL

set clk_period 34.5
set clk_io_pct 0.2

create_clock -name clk0 -period $clk_period [get_ports {clk}]

set non_clock_inputs [all_inputs -no_clocks]
set_input_delay [expr $clk_period * $clk_io_pct] -clock clk0 $non_clock_inputs
set_output_delay [expr $clk_period * $clk_io_pct] -clock clk0 [all_outputs]
```
**./design.v**
```verilog
module LCD_CTRL(clk, reset, cmd, cmd_valid, IROM_Q, IROM_rd, IROM_A, IRAM_valid, IRAM_D, IRAM_A, busy, done);
input clk;
input reset;
input [3:0] cmd;
input cmd_valid;
input [7:0] IROM_Q;
output IROM_rd;
output [5:0] IROM_A;
output reg IRAM_valid;
output reg [7:0] IRAM_D;
output reg [5:0] IRAM_A;
output busy;
output done;
reg [2:0]cur_st,nex_st;
parameter IDLE =3'd0,READ=3'd1,CMD=3'd2,EXE=3'd3,WRITE=3'd4,DONE=3'd5 ;
reg [6:0]counter_64;
reg [2:0]counter_4;
reg [7:0]data[63:0];
reg exe_done;
reg [2:0]x_point,y_point;
reg [6:0]dot1,dot2,dot3,dot4;
reg [7:0]data1,data2,data3,data4,max,min,avg;
reg [9:0]sum;
reg counter_1;
always @(posedge clk or posedge reset) begin
    if(reset)
        cur_st<=IDLE;
    else 
        cur_st<=nex_st;
end
always @(*) begin
    case(cur_st)
        IDLE:nex_st=READ;
        READ:nex_st=(counter_64==63)?CMD:READ;
        CMD:nex_st=(cmd==0)?WRITE:EXE; 
        EXE:nex_st=(exe_done)?CMD:EXE;
        WRITE:nex_st=(counter_64==64)?DONE:WRITE;
        DONE:nex_st=DONE;
        default:nex_st=IDLE;
    endcase
end
always @(posedge clk or posedge reset) begin
    if(reset)
        counter_1<=0;
    else if(cur_st==CMD)
        counter_1<=1;
end
assign IROM_rd=(cur_st==READ)?1:0;
assign IROM_A=(cur_st==READ)?counter_64:0;
assign done=(cur_st==DONE)?1:0;
assign busy=(cur_st==READ | cur_st==EXE | cur_st==IDLE)?1:0;
always @(posedge clk) begin
    if(cur_st==WRITE)
        IRAM_A<=counter_64;
end
always @(posedge clk) begin
    if(cur_st==WRITE)
        IRAM_D<=data[counter_64];
end
always @(posedge clk) begin
    if(cur_st==WRITE)
        IRAM_valid<=1;
    else
        IRAM_valid<=0;
end
always @(*) begin
    if(cur_st==EXE)begin
        if(cmd==0)begin
            if(counter_64==63)
                exe_done=1;
            else
                exe_done=0;
            end
        else if(cmd==4'b0101 | cmd==4'b0110)begin
            if(counter_4==5) 
                exe_done=1;
            else    
                exe_done=0;
         end
        else 
            exe_done=1;
    end
    else
        exe_done=0;
end
always @(posedge clk or posedge reset) begin
    if(reset)
        counter_64<=0;
    else if(cur_st==READ | cur_st==WRITE)
        counter_64<=counter_64+1;
    else
        counter_64<=0;
end
always @(posedge clk or posedge reset) begin
    if(reset)
        counter_4<=0;
    else if(cur_st==EXE)
        counter_4<=counter_4+1;
    else
        counter_4<=0;
end
always @(posedge clk or posedge reset) begin
    if(reset)
        max<=0;
    else if(cur_st==EXE & cmd==4'b0101)begin
        case (counter_4)
            0:max<=data[dot1];
            1:max<=(data[dot2]>max)?data[dot2]:max;
            2:max<=(data[dot3]>max)?data[dot3]:max;
            3:max<=(data[dot4]>max)?data[dot4]:max;
            default: max<=0;
        endcase
    end
end
always @(posedge clk or posedge reset) begin
    if(reset)
        min<=0;
    else if(cur_st==EXE & cmd==4'b0110)begin
        case (counter_4)
            0:min<=data[dot1];
            1:min<=(data[dot2]<min)?data[dot2]:min;
            2:min<=(data[dot3]<min)?data[dot3]:min;
            3:min<=(data[dot4]<min)?data[dot4]:min;
            default: min<=0;
        endcase
    end
end
always @(*) begin
    sum=(data[dot1]+data[dot2]+data[dot3]+data[dot4]);
    avg=sum[9:2];
end
always @(posedge clk) begin
    if(cur_st==READ)
        data[counter_64]<=IROM_Q;
    else if(cur_st==EXE)begin
        case(cmd)
            4'b0101:begin 
                if(counter_4==4)begin
                    data[dot1]<=max;
                    data[dot2]<=max;
                    data[dot3]<=max;
                    data[dot4]<=max;
                end
            end
            4'b0110:begin  
                if(counter_4==4)begin
                    data[dot1]<=min;
                    data[dot2]<=min;
                    data[dot3]<=min;
                    data[dot4]<=min;
                end
            end
            4'b0111:begin 
                data[dot1]<= avg;
                data[dot2]<= avg;
                data[dot3]<= avg;
                data[dot4]<= avg;
            end
            4'b1000:begin 
                data[dot1]<=data[dot2];
                data[dot2]<=data[dot4];
                data[dot3]<=data[dot1];
                data[dot4]<=data[dot3];
            end
            4'b1001:begin 
                data[dot1]<=data[dot3];
                data[dot2]<=data[dot1];
                data[dot3]<=data[dot4];
                data[dot4]<=data[dot2];
            end
            4'b1010:begin 
                data[dot1]<=data[dot3];
                data[dot2]<=data[dot4];
                data[dot3]<=data[dot1];
                data[dot4]<=data[dot2];
            end
            4'b1011:begin 
                data[dot1]<=data[dot2];
                data[dot2]<=data[dot1];
                data[dot3]<=data[dot4];
                data[dot4]<=data[dot3];
            end
        endcase
    end 
end
always @(posedge clk or posedge reset) begin
    if(reset)
        x_point<=4;
    else if(cur_st==EXE)begin
        case(cmd)
            4'b0011:begin
                if(x_point>1)
                    x_point<=x_point-1;
                else    
                    x_point<=1;
            end
            4'b0100:begin
                if(x_point<7)    
                    x_point<=x_point+1;
                else
                    x_point<=7;
            end
        endcase
    end
end
always @(posedge clk or posedge reset) begin
    if(reset)
        y_point<=4;
    else if(cur_st==EXE)begin
        case(cmd)
            4'b0001:begin
                if(y_point>1)
                    y_point<=y_point-1;
                else    
                    y_point<=1;
            end
            4'b0010:begin
                if(y_point<7)
                    y_point<=y_point+1;
                else
                    y_point<=7;
            end
        endcase
    end
end
always @(*) begin
    dot1=(y_point-1)*8+x_point-1;
    dot2=(y_point-1)*8+x_point;
    dot3=y_point*8+x_point-1;
    dot4=y_point*8+x_point;
end
endmodule
```
**./run.sh**
```bash
#!/bin/bash
# OpenROAD 26Q1-2900-gdf79404cd8, Yosys 0.63+post, stock flow scripts
make -C /OpenROAD-flow-scripts/flow DESIGN_CONFIG=/design/flow/config.mk WORK_HOME=/design/flow/orfs finish
```
==> changes_impl.md <==
### Metrics

* Outcome: finished, final reports clean
* WHS Path Cells at 1
* OpenROAD warnings at 36
* HP Class: register to register
* Core area at 0.1020 mm^2
* CP endpoint kind: register
* Most used cell, CP: buf_4
* Critical-path cell with the highest stage delay: or2_2
* Clk latency late pin at 0.70 ns
* Initial antenna violation count at 44
* Root Buffer: clkbuf_16
* Detailed Route WL at 341.1 mm
* Layout cells sized above 1 at 17.92%
* TritonCTS Buffers at 70
* Top-count cell post-synth: nand2_1
* Synthesized area at 0.05162 mm^2
* Pre-Place Util at 50.59%
* Post-synth top cells: 632 x nand2_1, 526 x edfxtp_1, 478 x nor2_1, 303 x a22oi_1, 289 x clkbuf_1
* Iter 0 DRT Violations at 10891
* Final RePlAce weighted congestion at 1.255
* Vias at 59662
* Die X at 323.3 um
* Crit path from: cmd[0]
* Total power at 6.253 mW
* Fill count at 8730
* Drc violations at 0
* Cell Chain, Critical Path: clkdlybuf4s50_1, buf_4, nand2_1, or3_1, and3_2, buf_4, nor3_4, buf_4, a31oi_1, or2_2, o21ai_0, buf_4
* Final setup skew at 0.04262 ns
* Critical Path RT at 34.94 ns
* I/O pin cnt at 39
* Fin crit period at 12.31 ns
* Max IR drop VDD at 0.1223 mV
* DRT antenna net count at 0
* CP max FO at 22
* Cells after synthesis at 5534
* Synth unique cells at 101
* GR Overflow Total at 0
* Dominant flop cell: edfxtp_1
* Final tally of max-slew violations at 0
* Measured slew at the worst slew-check pin at 1.313 ns
* PnR worst setup slack at 22.19 ns
* WS Path Type: input pin to register
* Dpl cell area at 0.05467 mm^2
* Hold_buf cts at 0
* Period utilization at 35.67%
* Chip Area, Yosys at 0.05162 mm^2
* Worst-path clk slew at 0.06 ns
* # rows at 117
* CP Launch Type: input pin
* Area Overhead vs Synth at 11.03%
* Placed Cells at 6783
* Post-synth EDFFs at 526
* Ys cells at 5534
* Synthesized registers at 565
* CP peak stage delay at 0.94 ns
* Top cells by area: edfxtp_1 31%, mux4_2 11%, nand2_1 4.6%, mux2i_1 4.4%, a22oi_1 4.4%
* Vias in the first global route at 55439
* Fmax at 0.08126 GHz
* H-tree depth at 3
* Finish-stage setup viols at 0
* Post-layout util at 56.17%
* Worst slack at placement at 22.01 ns
* Unrepaired setup endpoints after global routing: false
* Non-Filler Instances at 6969
* Async set or reset register ratio after synthesis at 6.726%
* Area leader, netlist: edfxtp_1
* Synthesis warning total at 1
* Post-DP HPWL at 232.3 mm
* Die Y at 323.3 um
* Leak at 19.27 nW
* Endpoints failing hold at 0
* Worst rel slew slack at 12.48%
* Post-cts gate resize count at 0
* Drt via density at 8.561
* Die area at 0.1045 mm^2
* Reg2Reg Setup Slack at 23.42 ns
* Worst Setup EP: data[50][3]$_DFFE_PP_
* Bufs on Longest Clock Path at 3
* Setup Fix Bufs, Post-CTS at 0
* Worst EP arrival at 12.74 ns
* Setup TNS at 0 ns
* CTS tree: yes
* Total global-route track usage at 68.38%
* Pwr Density at 109.1 mW/mm^2
* Clk sink count at 565
* Largest net degree at the start of global routing at 95
* Final hold slack at 0.5003 ns
* FF-to-FF path depth at 27
* Critical R2R Capture: data[51][7]$_DFFE_PP_
* Initial DRT Pass Iterations at 13
* Area leader share at 30.60%
* RR Startpoint: x_point[0]$_DFFE_PP0P_
* Syn_area_per_cell at 9.328 um^2
* Post-synth seq share at 32.49%
* Port Buffers at 37
* Max Cap Viol at 0
* Final instance area at 0.05732 mm^2
* Avg WL per Cell at 48.94 um
* First-pass GRT wire length at 455.4 mm
[placed cells by master, fill, tap and decap left out, drive strengths merged, types with 86 or more instances in the layout]
master / instances
a221oi: 159
buf: 376
a21oi: 262
nor2: 479
o221ai: 127
mux2: 126
mux2i: 228
mux4: 243
a211oi: 126
o21ai: 280
o22ai: 278
a22oi: 303
clkbuf: 86
nand2: 633
nor3: 127
nand3: 124
edfxtp: 526
[layout make-up]
class / count / area, um^2 / share of cell area (%)
Multi-Input combinational cell: 4356 / 32600 / 56.88
Sequential cell: 565 / 16790 / 29.30
Clock inverter: 41 / 539.3 / 0.9409
Clock buffer: 86 / 1959 / 3.419
Antenna cell: 59 / 147.6 / 0.2576
Timing Repair Buffer: 413 / 3256 / 5.680
Tap cell: 1368 / 1712 / 2.986
Inverter: 81 / 306.5 / 0.5348
[how the worst min path moves through the flow]
stage | end | slack (ns) | startpoint
4_1_cts | counter_4[0]$_DFF_PP0_ | 0.50 | counter_4[0]$_DFF_PP0_
5_1_grt | cur_st[4]$_DFF_PP0_ | 0.51 | cur_st[4]$_DFF_PP0_
6_report | counter_4[0]$_DFF_PP0_ | 0.50 | counter_4[0]$_DFF_PP0_
[routing by layer]
layer  routed length, um  GRT usage, %  up-vias  part of all wire [%]
met2              119900         79.35     7064                    35
met5                4188         34.03        -                   1.2
li1                    -             -    22295                     -
met1              102900         74.46    27713                    30
met4               41490         56.94      123                    12
met3               72650         57.69     2467                    21
[flip-flops by register name, summed over array words and instances, names as in the netlist]
name / flops
counter_4: 3
data: 512
min: 8
IRAM_valid: 1
cur_st: 6
max: 8
IRAM_D: 8
counter_64: 7
y_point: 3
IRAM_A: 6
x_point: 3
[critical path: cells and delay by family]
| kind | cells | cell delay [ns] |
|---|---|---|
| AOI/OAI and AO/OA | 2 | 0.96 |
| buffers and inverters | 5 | 1.78 |
| and+or+nand+nor | 5 | 3.04 |
[where the power goes]
part / internal, mW / switching, mW
combinational: 1.30 / 3.19
sequential: 0.839 / 0.104
clock: 0.495 / 0.325
[cell families after synthesis]
family | after synthesis | synth area share [%]
mux | 597 | 17.77
flops | 565 | 32.49
fa+ha+maj | 82 | 2.220
simple gates | 1679 | 14.71
other cells | 1 | 0.007264
xor+xnor | 18 | 0.3563
compound gates | 1979 | 27.07
buf+inv | 613 | 5.388
Power is estimated from default activity; no workload was simulated.
